File: flow/run.sh
#!/bin/bash
# OpenROAD 26Q1-2900-gdf79404cd8, Yosys 0.63+post, stock flow scripts
make -C /OpenROAD-flow-scripts/flow DESIGN_CONFIG=/design/flow/config.mk WORK_HOME=/design/flow/orfs finish
File: flow/config.mk
export PLATFORM = sky130hd
export DESIGN_NAME = normalizeMandfindShift
export DESIGN_NICKNAME = normalizeMandfindShift
export VERILOG_FILES = /design/flow/design.v
export SDC_FILE = /design/flow/constraint.sdc
export NUM_CORES = 4
export LEC_CHECK = 1
export CORE_UTILIZATION = 40
File: flow/constraint.sdc
current_design normalizeMandfindShift

set clk_period 9.0
set clk_io_pct 0.2

create_clock -name clk0 -period $clk_period

set non_clock_inputs [all_inputs -no_clocks]
set_input_delay [expr $clk_period * $clk_io_pct] -clock clk0 $non_clock_inputs
set_output_delay [expr $clk_period * $clk_io_pct] -clock clk0 [all_outputs]
File: flow/design.v
`timescale 1ns / 1ps
`timescale 1ns / 1ps
module Reduction_and8bit(input [7:0] in,output out);
	wire w1,w2,w3,w4,w5,w6;
	and(w1,in[1],in[0]);
	and(w2,in[2],w1);
	and(w3,in[3],w2);
	and(w4,in[4],w3);
	and(w5,in[5],w4);
	and(w6,in[6],w5);
	and(out,in[7],w6);
endmodule
module Reduction_or8bit(input [7:0] in,output out);
	wire w1,w2,w3,w4,w5,w6;
	or(w1,in[1],in[0]);
	or(w2,in[2],w1);
	or(w3,in[3],w2);
	or(w4,in[4],w3);
	or(w5,in[5],w4);
	or(w6,in[6],w5);
	or(out,in[7],w6);
endmodule
module Reduction_or24bit(input [23:0] in,output out);
	Reduction_or8bit RO01(.in(in[7:0]),.out(o1));
	Reduction_or8bit RO02(.in(in[15:8]),.out(o2));
	Reduction_or8bit RO03(.in(in[23:16]),.out(o3));
	or(out,o1,o2,o3);
endmodule
module Reduction_nor31bit(input [30:0] in,output out);
	Reduction_or24bit RO01(.in(in[23:0]),.out(o1));
	Reduction_or8bit RO02(.in({1'b0,in[30:24]}),.out(o2));
	nor(out,o1,o2);
endmodule
module Complement8bit(input [7:0] in,output [7:0] out);
	not(out[0],in[0]);
	not(out[1],in[1]);
	not(out[2],in[2]);
	not(out[3],in[3]);
	not(out[4],in[4]);
	not(out[5],in[5]);
	not(out[6],in[6]);
	not(out[7],in[7]);
endmodule
module Complement24bit(input [23:0] in,output [23:0] out);
	Complement8bit C01(.in(in[7:0]),.out(out[7:0]));
	Complement8bit C02(.in(in[15:8]),.out(out[15:8]));
	Complement8bit C03(.in(in[23:16]),.out(out[23:16]));
endmodule
module Adder4bit(input [3:0] a,input [3:0] b,input cin,output [3:0]sum,output cout);
	wire g0,g1,g2,g3,p0,p1,p2,p3,c2,c1,c0;
	assign g0 = a[0]&b[0];
	assign g1 = a[1]&b[1];
	assign g2 = a[2]&b[2];
	assign g3 = a[3]&b[3];
	assign p0 = a[0]^b[0];
	assign p1 = a[1]^b[1];
	assign p2 = a[2]^b[2];
	assign p3 = a[3]^b[3];
	assign c0 = g0 |( p0 & cin);
	assign c1 = g1 | (p1&g0)| (p1&p0&cin);
	assign c2 = g2 | (p2&g1) | (p2&p1&g0) | (p2&p1&p0&cin);
	assign cout = g3 | (p3&g2) | (p3&p2&g1) | (p3&p2&p1&g0) | (p3&p2&p1&p0&cin);
	xor(sum[0],p0,cin);
	xor(sum[1],p1,c0);
	xor(sum[2],p2,c1);
	xor(sum[3],p3,c2);
endmodule
module Adder8bit(input [7:0] a,input [7:0] b,input cin,output [7:0]sum,output cout);
	Adder4bit ADD01(.a(a[3:0]),.b(b[3:0]),.cin(cin),.sum(sum[3:0]),.cout(ctemp));
	Adder4bit ADD02(.a(a[7:4]),.b(b[7:4]),.cin(ctemp),.sum(sum[7:4]),.cout(cout));
endmodule
module Adder9bit(input [8:0] a,input [8:0] b,input cin,output [8:0]sum,output cout);
	Adder8bit ADD01(.a(a[7:0]),.b(b[7:0]),.cin(cin),.sum(sum[7:0]),.cout(ctemp));
	xor(sum[8],a[8],b[8],ctemp);
	assign cout = a[8]&b[8] | a[8]&ctemp | ctemp&b[8];
endmodule
module Adder24bit(input [23:0] a,input [23:0] b,input cin,output [23:0]sum,output cout);
	Adder8bit ADD01(.a(a[7:0]),.b(b[7:0]),.cin(cin),.sum(sum[7:0]),.cout(ctemp1));
	Adder8bit ADD02(.a(a[15:8]),.b(b[15:8]),.cin(ctemp1),.sum(sum[15:8]),.cout(ctemp2));
	Adder8bit ADD03(.a(a[23:16]),.b(b[23:16]),.cin(ctemp2),.sum(sum[23:16]),.cout(cout));
endmodule
module Complement8bit_2s(input [7:0] in,output [7:0] out);
	wire [7:0] outtemp;
	Complement8bit C01(.in(in),.out(outtemp));
	Adder8bit ADD01(.a(outtemp),.b(8'b0000_0001),.cin(1'b0),.sum(out),.cout());
endmodule
module Complement24bit_2s(input [23:0] in,output [23:0] out);
	wire [23:0] outtemp;
	Complement24bit C01(.in(in),.out(outtemp));
	Adder24bit ADD01(.a(outtemp),.b(24'b0000_0000_0000_0000_0000_0001),.cin(1'b0),.sum(out),.cout());
endmodule
module Mux_1Bit(input in0,input in1 ,input sl,output out);
	wire w1,w2,invSL;
	not(invSL,sl);
	and(w1,in0,invSL);
	and(w2,in1,sl);
	or(out,w1,w2);
endmodule
module Mux_8Bit(input [7:0] in0,input [7:0] in1 ,input sl,output [7:0] out);
	Mux_1Bit M01(.in0(in0[0]),.in1(in1[0]) ,.sl(sl),.out(out[0]));
	Mux_1Bit M02(.in0(in0[1]),.in1(in1[1]) ,.sl(sl),.out(out[1]));
	Mux_1Bit M03(.in0(in0[2]),.in1(in1[2]) ,.sl(sl),.out(out[2]));
	Mux_1Bit M04(.in0(in0[3]),.in1(in1[3]) ,.sl(sl),.out(out[3]));
	Mux_1Bit M05(.in0(in0[4]),.in1(in1[4]) ,.sl(sl),.out(out[4]));
	Mux_1Bit M06(.in0(in0[5]),.in1(in1[5]) ,.sl(sl),.out(out[5]));
	Mux_1Bit M07(.in0(in0[6]),.in1(in1[6]) ,.sl(sl),.out(out[6]));
	Mux_1Bit M08(.in0(in0[7]),.in1(in1[7]) ,.sl(sl),.out(out[7]));
endmodule
module Mux_24Bit(input [23:0] in0,input [23:0] in1 ,input sl,output [23:0] out);
	Mux_8Bit M01(.in0(in0[7:0]),.in1(in1[7:0]) ,.sl(sl),.out(out[7:0]));
	Mux_8Bit M02(.in0(in0[15:8]),.in1(in1[15:8]) ,.sl(sl),.out(out[15:8]));
	Mux_8Bit M03(.in0(in0[23:16]),.in1(in1[23:16]) ,.sl(sl),.out(out[23:16]));
endmodule
module Mux_32Bit(input [31:0] in0,input [31:0] in1 ,input sl,output [31:0] out);
	Mux_24Bit M01(.in0(in0[23:0]),.in1(in1[23:0]),.sl(sl),.out(out[23:0]));
	Mux_8Bit M02(.in0(in0[31:24]),.in1(in1[31:24]),.sl(sl),.out(out[31:24]));
endmodule
module Multiplier24bit(input [23:0] a,input [23:0] b,output [47:0]mul);
	assign mul = a*b;
endmodule
module Divider24bit(input [47:0] a,input [23:0] b,output [24:0]div);
	wire [47:0] div_temp;
	assign div_temp = a/b;
	assign div = div_temp[24:0];
endmodule
module normalizeMandfindShift(
					input[23:0] M_result,
					input M_carry,
					input real_oper,
					output reg [22:0] normalized_M,
					output reg [4:0] shift
					);
reg [23:0] M_temp;
always @(*)
begin
	if(M_carry & !real_oper)
	begin
		normalized_M = M_result[23:1] + {22'b0,M_result[0]};
		shift = 5'd0;
	end
	else
	begin
		casex(M_result)
			24'b1xxx_xxxx_xxxx_xxxx_xxxx_xxxx:
			begin
				normalized_M = M_result[22:0];
				shift = 5'd0;
			end
			24'b01xx_xxxx_xxxx_xxxx_xxxx_xxxx:
			begin
				M_temp = M_result << 1;
				normalized_M = M_temp[22:0];
				shift = 5'd1;
			end
			24'b001x_xxxx_xxxx_xxxx_xxxx_xxxx:
			begin
				M_temp = M_result << 2;
				normalized_M = M_temp[22:0];
				shift = 5'd2;
			end			
			24'b0001_xxxx_xxxx_xxxx_xxxx_xxxx:
			begin
				M_temp = M_result << 3;
				normalized_M = M_temp[22:0];
				shift = 5'd3;
			end			
			24'b0000_1xxx_xxxx_xxxx_xxxx_xxxx:
			begin
				M_temp = M_result << 4;
				normalized_M = M_temp[22:0];
				shift = 5'd4;
			end			
			24'b0000_01xx_xxxx_xxxx_xxxx_xxxx:
			begin
				M_temp = M_result << 5;
				normalized_M = M_temp[22:0];
				shift = 5'd5;
			end			
			24'b0000_001x_xxxx_xxxx_xxxx_xxxx:
			begin
				M_temp = M_result << 6;
				normalized_M = M_temp[22:0];
				shift = 5'd6;
			end			
			24'b0000_0001_xxxx_xxxx_xxxx_xxxx:
			begin
				M_temp = M_result << 7;
				normalized_M = M_temp[22:0];
				shift = 5'd7;
			end			
			24'b0000_0000_1xxx_xxxx_xxxx_xxxx:
			begin
				M_temp = M_result << 8;
				normalized_M = M_temp[22:0];
				shift = 5'd8;
			end			
			24'b0000_0000_01xx_xxxx_xxxx_xxxx:
			begin
				M_temp = M_result << 9;
				normalized_M = M_temp[22:0];
				shift = 5'd9;
			end			
			24'b0000_0000_001x_xxxx_xxxx_xxxx:
			begin
				M_temp = M_result << 10;
				normalized_M = M_temp[22:0];
				shift = 5'd10;
			end			
			24'b0000_0000_0001_xxxx_xxxx_xxxx:
			begin
				M_temp = M_result << 11;
				normalized_M = M_temp[22:0];
				shift = 5'd11;
			end			
			24'b0000_0000_0000_1xxx_xxxx_xxxx:
			begin
				M_temp = M_result << 12;
				normalized_M = M_temp[22:0];
				shift = 5'd12;
			end			
			24'b0000_0000_0000_01xx_xxxx_xxxx:
			begin
				M_temp = M_result << 13;
				normalized_M = M_temp[22:0];
				shift = 5'd13;
			end			
			24'b0000_0000_0000_001x_xxxx_xxxx:
			begin
				M_temp = M_result << 14;
				normalized_M = M_temp[22:0];
				shift = 5'd14;
			end			
			24'b0000_0000_0000_0001_xxxx_xxxx:
			begin
				M_temp = M_result << 15;
				normalized_M = M_temp[22:0];
				shift = 5'd15;
			end			
			24'b0000_0000_0000_0000_1xxx_xxxx:
			begin
				M_temp = M_result << 16;
				normalized_M = M_temp[22:0];
				shift = 5'd16;
			end			
			24'b0000_0000_0000_0000_01xx_xxxx:
			begin
				M_temp = M_result << 17;
				normalized_M = M_temp[22:0];
				shift = 5'd17;
			end			
			24'b0000_0000_0000_0000_001x_xxxx:
			begin
				M_temp = M_result << 18;
				normalized_M = M_temp[22:0];
				shift = 5'd18;
			end			
			24'b0000_0000_0000_0001_0001_xxxx:
			begin
				M_temp = M_result << 19;
				normalized_M = M_temp[22:0];
				shift = 5'd19;
			end			
			24'b0000_0000_0000_0000_0000_1xxx:
			begin
				M_temp = M_result << 20;
				normalized_M = M_temp[22:0];
				shift = 5'd20;
			end			
			24'b0000_0000_0000_0000_0000_01xx:
			begin
				M_temp = M_result << 21;
				normalized_M = M_temp[22:0];
				shift = 5'd21;
			end			
			24'b0000_0000_0000_0000_0000_001x:
			begin
				M_temp = M_result << 22;
				normalized_M = M_temp[22:0];
				shift = 5'd22;
			end			
			24'b0000_0000_0000_0000_0000_0001:
			begin
				M_temp = M_result << 23;
				normalized_M = M_temp[22:0];
				shift = 5'd23;
			end			
			default:
			begin
				normalized_M = 23'b0;
				shift = 5'd0;
			end			
		endcase	
	end
end										
endmodule
==> run_results.csv <==
group,metric,value,unit
status,run_status,"finished clean",
floorplan,ios,54,
critical_path,endpoint,"normalized_M[11]",
clock_tree,hold_buffers,0,
power_and_ir_drop,vdd_drop_max,0.0421,mV
logic_synthesis,synth_cells,519,
sta,final.setup.tns,0,ns
power_and_ir_drop,powerDensity,44.2,mW/mm2
final_layout,layout-drive-gt1-share,0.0833,
clock_tree,cts_resized,0,
global_route,grt_max_degree,50,
floorplan,coreArea,0.00741,mm2
detailed_routing,diodes,0,
critical_path,cp.required,7.20,ns
logic_synthesis,synth_area,0.00313,mm2
final_layout,final_cell_mix,"54 x nand2_1, 54 x clkdlybuf4s50_1, 51 x a21oi_1",
critical_path,crit_arrival,5.31,ns
sta,setup_ws,1.89,ns
placed_design,gp_congestion,1.02,
critical_path,criticalPathCategory,"primary input to primary output",
placed_design,pre_cts_slack,1.98,ns
detailed_routing,vias_per_cell,7.07,
critical_path,start_kind,"primary input",
detailed_routing,num_vias,4436,
power_and_ir_drop,power.leakage,1.20,nW
placed_design,dp_hpwl,9240,um
sta,finalClockPeriodUsage,0.790,
sta,max_freq,0.141,GHz
floorplan,die_x,90.5,um
final_layout,fillers,745,
sta,fin_crit,7.11,ns
sta,slew_headroom,0.522,
sta,worstMarginPinSlew,0.712,ns
global_route,grt_pass1_vias,3903,
final_layout,comb_area,0.00279,mm2
final_layout,nClkBuffers,0,
sta,hold_violations,0,
clock_tree,postCtsSetupBuffers,0,
detailed_routing,wl_per_cell,23.4,um
sta,rsz0062_at_grt,"no",
final_layout,synthToLayoutAreaGrowth,18.7,%
floorplan,row_count,31,
sta,drv_slew,0,
logic_synthesis,ys_chip_area,0.00313,mm2
floorplan,dieArea,0.00819,mm2
critical_path,end_kind,"primary output",
floorplan,initCoreUtil,0.423,
critical_path,crit_fanout,12,
sta,setup_viol,0,
final_layout,flops,0,
logic_synthesis,synth_warnings,1,
critical_path,crit_start,"M_result[20]",
global_route,grt_pass1_wl,23400,um
final_layout,finish.utilization,0.502,
detailed_routing,drt-initial-drc-count,790,
critical_path,slowest_delay,0.74,ns
final_layout,ff_latch_area,0,um2
detailed_routing,antenna_left,0,
logic_synthesis,syn_avg_cell_area,6.04,um2
detailed_routing,first_pass_iters,6,
logic_synthesis,yosysSeqAreaShare,0,
logic_synthesis,ys_types,63,
global_route,grt_antenna_before_repair,0,
detailed_routing,drc,0,
placed_design,portBuffers,54,
job,tool_warnings,33,
worst_hold_path,hp-class,"primary input to primary output",
detailed_routing,routed_wl,14700,um
final_layout,stdcell_area,0.00372,mm2
placed_design,dpl_cell_area,0.00372,mm2
logic_synthesis,ys_cells,519,
critical_path,crit_chain,"clkdlybuf4s50_1 -> or4_4 -> or4_4 -> nor2_2 -> a221o_1 -> a21oi_1 -> a22oi_1 -> clkdlybuf4s50_1",
global_route,grt-ovfl-total,0,
job,maxCapViolCount,0,
floorplan,die_h,90.5,um
critical_path,worst_path_max_delay_cell,"or4_4",
global_route,grt_usage,0.360,
routing by layer:
layer / vias to the layer above / GRT usage / wire, um / part of all wire
li1: 2012 / - / - / -
met1: 1995 / 0.545 / 5960 / 0.41
met2: 380 / 0.520 / 6240 / 0.43
met3: 49 / 0.0581 / 1950 / 0.13
met4: 0 / 0.103 / 511 / 0.035
met5: - / 0 / 0 / 0
through the flow:
step,cells,total power [mW],hold slack (ns)
2_1_floorplan,519,0.0883,3.74
3_3_place_gp,627,0.160,4.85
3_5_place_dp,627,0.159,4.84
4_1_cts,627,0.160,4.85
5_1_grt,627,0.176,4.90
6_report,627,0.164,4.86
final cells by class:
class | count | share of cell area
Multi-Input combinational cell | 436 | 0.751
Timing Repair Buffer | 86 | 0.210
Inverter | 6 | 0.00605
Tap cell | 99 | 0.0333
cell usage after synthesis, types with 2 or more instances:
library cell | instances | area share
clkbuf_1 | 63 | 0.075
nand2_1 | 54 | 0.065
a21oi_1 | 51 | 0.081
nor2_1 | 44 | 0.053
a22oi_1 | 35 | 0.084
o21ai_0 | 26 | 0.042
a221oi_1 | 21 | 0.059
nor3_1 | 19 | 0.030
nand3_1 | 12 | 0.019
xor2_1 | 12 | 0.034
and3_1 | 11 | 0.022
nor2b_1 | 11 | 0.022
buf_1 | 9 | 0.011
a211oi_1 | 8 | 0.019
nand3b_1 | 8 | 0.019
or3_1 | 8 | 0.016
xnor2_1 | 8 | 0.022
a221o_1 | 7 | 0.022
a222oi_1 | 7 | 0.022
nor3b_1 | 7 | 0.017
and3b_1 | 6 | 0.017
nand4_1 | 6 | 0.012
a2111oi_0 | 5 | 0.014
inv_1 | 5 | 0.0060
nor4_1 | 5 | 0.010
a22o_1 | 4 | 0.011
a31oi_1 | 4 | 0.0080
and4_1 | 4 | 0.011
buf_6 | 4 | 0.014
o2bb2ai_1 | 4 | 0.011
a32oi_1 | 3 | 0.0084
ha_1 | 3 | 0.012
nor4bb_1 | 3 | 0.0096
o211ai_1 | 3 | 0.0072
o31ai_1 | 3 | 0.0072
or4_4 | 3 | 0.011
a21o_1 | 2 | 0.0048
a2bb2oi_1 | 2 | 0.0056
a32o_1 | 2 | 0.0064
and4b_1 | 2 | 0.0064
nand2b_1 | 2 | 0.0040
o22ai_1 | 2 | 0.0040
power by group:
group	internal [mW]	leakage, nW	switching, mW
sequential	0	0	0
combinational	0.0729	1.20	0.0914
clock	0	0	0
total	0.0729	1.20	0.0914
critical path: cells and delay by family:
family | cells | cell delay, ns
AND-OR/OR-AND | 3 | 0.51
buffers and inverters | 2 | 1.19
AND/OR/NAND/NOR | 3 | 1.80
how the worst min path moves through the flow:
stage                       start               end  cells past startpoint
after global routing  M_result[0]  normalized_M[15]                      5
after CTS             M_result[0]  normalized_M[15]                      5
final                 M_result[0]  normalized_M[15]                      5
cell families (layout without fill, tap and decap cells):
| family | count (synthesis) | in the layout | synth area share |
|---|---|---|---|
| muxes | 1 | 1 | 0.00479 |
| buffers and inverters | 83 | 92 | 0.109 |
| xor gates and xnor gates | 20 | 20 | 0.0559 |
| AOI/OAI and AO/OA | 197 | 197 | 0.439 |
| adders and majority gates | 3 | 3 | 0.0120 |
| and+or+nand+nor | 215 | 215 | 0.379 |
Power is estimated from default activity; no workload was simulated.
