<file path="/design/flow/run.sh">
#!/bin/bash
# OpenROAD 26Q1-2900-gdf79404cd8, Yosys 0.63+post, stock flow scripts
make -C /OpenROAD-flow-scripts/flow DESIGN_CONFIG=/design/flow/config.mk WORK_HOME=/design/flow/orfs finish
</file>
<file path="/design/flow/config.mk">
export PLATFORM = sky130hd
export DESIGN_NAME = PositionUpdateController
export DESIGN_NICKNAME = PositionUpdateController
export VERILOG_FILES = /design/flow/design.v
export SDC_FILE = /design/flow/constraint.sdc
export NUM_CORES = 4
export LEC_CHECK = 1
export CORE_UTILIZATION = 30
</file>
<file path="/design/flow/constraint.sdc">
current_design PositionUpdateController

set clk_period 6.7
set clk_io_pct 0.2

create_clock -name clk0 -period $clk_period [get_ports {clk}]

set non_clock_inputs [all_inputs -no_clocks]
set_input_delay [expr $clk_period * $clk_io_pct] -clock clk0 $non_clock_inputs
set_output_delay [expr $clk_period * $clk_io_pct] -clock clk0 [all_outputs]
</file>
<file path="/design/flow/design.v">
`timescale 1ns / 1ps
module PositionUpdateController #(parameter DBSIZE = 256)(
    input ready,
    output reg done,
    input double_buffer,
    input [1:0] block,
    output [31:0] oaddr,
    output reg [32:0] overwrite_addr,
    input clk,
    input rst,
    output reg stop_we
    );
    reg [31:0] raddr;
    reg [31:0] _raddr;
    reg [32:0] _overwrite_addr;
    wire [31:0] out_wire = (rst)? 0:
                            (!ready)? (double_buffer == 1) ? DBSIZE : 0 :_raddr;
    assign oaddr = out_wire;
    always @(posedge clk) begin
        stop_we <= overwrite_addr[32];
        if(rst) begin
            raddr <= 0;
            _raddr <= 0;
            _overwrite_addr <= {1'b1,{32{1'b0}}};
            done <= 0;
            overwrite_addr <={1'b1,{32{1'b0}}};
        end else  if(!ready) begin
            raddr <= (double_buffer == 1) ? DBSIZE : 0;
            _raddr <= (double_buffer == 1) ? DBSIZE : 0;
            _overwrite_addr[32] = 0;
            _overwrite_addr[0+:32] <= (double_buffer == 1) ? 0 : DBSIZE;
            done <= 0;
            overwrite_addr <= {1'b1,{32{1'b0}}};
        end else  if(_raddr[0+:32] == ((double_buffer == 1) ? DBSIZE : 0) + DBSIZE - 1) begin
            done <= 1;
            _overwrite_addr <= {1'b1,{32{1'b0}}};
            overwrite_addr <= {1'b1,{32{1'b0}}};
        end else  begin
            overwrite_addr <= _overwrite_addr;
            done <= 0;
            raddr <= _raddr;
            if(_overwrite_addr[32] == 1'b1 && block != 2'b01) begin
                _raddr <= _raddr + 1;
            end else begin
                if (_overwrite_addr[0+:32] == ((double_buffer == 1) ? 0 : DBSIZE) + DBSIZE - 1) begin
                    _overwrite_addr <= {1'b1,{32{1'b0}}};
                    _raddr <= (double_buffer == 1) ? DBSIZE : 0;
                 end else if(_overwrite_addr[32] != 1)begin
                    _overwrite_addr <= _overwrite_addr + 1;
                 end
            end
        end
    end
endmodule
</file>
==> impl_metrics.csv <==
group,metric,value,unit
logic_synthesis,synth-edff-count,0,
place,port_buffers,72,
critical_path,worst-r2r-cell-count,7,
layout,fillCellCount,1510,
drt,antennaDiodeCount,0,
layout,flow.area_growth_from_synthesis,25.1,%
power,power_report.internal_total,0.000909,W
flow_run,log.warning_count,25,
drt,routedWlPerCell,15.5,um
floorplanning,ioPinCount,73,
critical_path,worst_r2r_startpoint,"_overwrite_addr[0]",
global_routing,grt_pass1_wl,21800,um
logic_synthesis,common_cells,"100 x sky130_fd_sc_hd__dfxtp_1, 67 x sky130_fd_sc_hd__and2_1, 58 x sky130_fd_sc_hd__nand2_1",
logic_synthesis,ys_area,4790,um^2
drt,vias_per_cell,5.40,
critical_path,crit_path_end,"oaddr[6]",
logic_synthesis,cell_total_in_the_yosys_stat_output,587,
drt,antenna_violating_nets_post_route,0,
critical_path,cell_family_with_most_cp_delay,"buffers and inverters",
power,pwr-share-seq,0.505,
logic_synthesis,syn_inst,587,
global_routing,grt_start_max_net_pins,41,
critical_path,critical_path_arrival,3.65,ns
logic_synthesis,topCellsByArea,"sky130_fd_sc_hd__dfxtp_1 42%, sky130_fd_sc_hd__and2_1 8.7%, sky130_fd_sc_hd__nand2_1 4.5%",
critical_path,crit-reg2reg-capture,"_raddr[27]",
outcome,outcome,"completed",
clock_network,hold_buffers_post_cts,0,
place,dpl.cell_count,845,
clock_network,clock_latency,0.35,ns
logic_synthesis,netlist.top_cell.by_instances,"sky130_fd_sc_hd__dfxtp_1",
power,power_switching,0.000286,W
global_routing,grt.overflow.total,0,
critical_path,critical-path-top-cell-by-count,"sky130_fd_sc_hd__clkdlybuf4s50_1",
sta,max_freq,200,MHz
floorplanning,core_util_floorplan,0.312,
logic_synthesis,ys_types,52,
power,power_frac_comb,0.060,
sta,setup_repair_after_global_routing_missed_its_margin,"false",
logic_synthesis,synth_area_leader_cell,"sky130_fd_sc_hd__dfxtp_1",
power,power_density,199,nW/um^2
power,pwr-share-clk,0.435,
sta,slew_violations,0,
global_routing,track_usage,0.169,
sta,finalCritPeriodShare,0.745,
critical_path,cp-end-kind,"output pin",
power,design_power_total,0.00119,W
sta,max-slew-margin-rel,0.398,
logic_synthesis,synth_warnings,1,
clock_network,cts_tree,"built",
critical_path,path_buffers,3,
global_routing,antenna_found_initial,0,
power,leakage,2.00,nW
hold_path,hold_class,"reg -> reg",
layout,final_layout_size_suffix_gt1_frac,0.0447,
clock_network,cts-resized-gates,0,
clock_network,ctsLongestPathBuffers,2,
drt,route.final.wire_length,13300,um
floorplanning,core_region_area,15400,um^2
logic_synthesis,ys_ff,100,
floorplanning,floorplan.rows,45,
floorplanning,die.size.x,128,um
drt,drt_first_iter_violations,373,
clock_network,clkTransAtPathRegs,0.06,ns
clock_network,cts_inserted_buffers,9,
critical_path,highest_net_fanout_along_the_worst_path,25,
sta,finalClockSkew,0.00726,ns
logic_synthesis,post_synth_instance_area,4790,um^2
logic_synthesis,netlist.area_leader.share,0.418,
clock_network,post-cts-setup-buffers,0,
critical_path,critical_path_required,5.36,ns
place,gp_routability_congestion,0.904,
floorplanning,die_y,128,um
critical_path,worstSetupStartpoint,"ready",
flow_run,max_capacitance_violation_total,0,
clock_network,htree_levels,3,
layout,post_layout_nonfiller_instances,860,
global_routing,number_of_global_route_vias_before_repair,4189,
sta,hold-worst-slack,0.355,ns
critical_path,worst_path_max_delay_cell,"sky130_fd_sc_hd__clkdlybuf4s50_1",
power,max_vdd_drop,0.137,mV
critical_path,cp_slowest_stage_delay,0.79,ns
sta,setup_viol,0,
sta,final.setup.tns,0,ns
logic_synthesis,ys.flop_type,"sky130_fd_sc_hd__dfxtp_1",
drt,remaining_drc_errors,0,
sta,timing_worst_slew_pin_value,0.897,ns
critical_path,r2r_slack,3.29,ns
critical_path,crit_path_start_kind,"input pin",
floorplanning,design.die.area,16500,um^2
clock_network,cts_sinks,100,
drt,number_of_detailed_routing_iterations_run_before_antenna_repair,5,
power,power.switching_fraction,0.239,
logic_synthesis,syn_avg_cell_area,8.16,um^2
sta,timing.final.crit_period,4.99,ns
critical_path,path_depth,5,
critical_path,cp_cell_sequence,"clkdlybuf4s50_1 > nor2b_1 > buf_4 > and2_1 > clkdlybuf4s50_1",
critical_path,worst-setup-path-type,"in -> out",
sta,hold_violations,0,
logic_synthesis,postSynth.asyncResetShare,0,
clock_network,clockRootBuffer,"sky130_fd_sc_hd__clkbuf_16",
place,dpl.hpwl,9110,um
drt,via_count,4642,
logic_synthesis,postSynthSeqShare,0.418,
==> sequential cells by signal, summed over array words and instances, names as in the netlist <==
register         flops
_raddr              32
done                 1
overwrite_addr      33
_overwrite_addr     33
stop_we              1
==> how the worst min path moves through the flow <==
stage	startpoint	endpoint	slack (ns)	cells past startpoint
after CTS	overwrite_addr[32]	stop_we	0.36	0
final	overwrite_addr[32]	stop_we	0.35	0
after global routing	overwrite_addr[32]	stop_we	0.37	0
==> power by group through the flow <==
| stage | sequential (W) | combinational [W] | clock, W |
|---|---|---|---|
| after CTS | 0.000603 | 0.0000710 | 0.000526 |
| after global routing | 0.000604 | 0.0000791 | 0.000551 |
| final | 0.000604 | 0.0000712 | 0.000520 |
==> metal layers <==
layer  global-route usage  wire [um]
met1                0.259       6090
met2                0.256       5960
met3               0.0305       1070
met4               0.0298        223
met5                    0          0
==> final cells by class <==
| cell class | instances | area [um^2] | share of cell area |
|---|---|---|---|
| multi-input cells | 447 | 2640 | 0.439 |
| flip-flops and latches | 100 | 2000 | 0.334 |
| repair buffers | 79 | 773 | 0.129 |
| well taps | 211 | 264 | 0.0440 |
| clock buffers | 10 | 229 | 0.0382 |
| clock inverters | 5 | 62.6 | 0.0104 |
| inverters | 8 | 30.0 | 0.00501 |
==> through the flow <==
stage,setup slack [ns],utilization,instance area (um^2)
after floorplan,3.39,-,4790
after global placement,1.85,0.371,5700
after detailed placement,1.73,0.371,5700
after CTS,1.71,0.390,6000
after global routing,1.54,0.390,6000
final,1.71,0.390,6000
==> cells in the final DEF (no fill, tap or decap), drive strengths merged, types with 14 or more instances in the layout <==
cell	count
nor3	18
a31oi	23
nor4	18
clkdlybuf4s50	72
and3	15
dfxtp	100
nand2	58
nand4	23
nand3	28
a21oi	28
and2	67
o21ai	38
nor2	31
and4	14
==> cells by family after synthesis <==
| group | after synthesis | synth area share |
|---|---|---|
| AOI/OAI and AO/OA | 132 | 0.174 |
| muxes | 1 | 0.00209 |
| DFF | 100 | 0.418 |
| and+or+nand+nor | 304 | 0.353 |
| xor gates and xnor gates | 8 | 0.0146 |
| adders and majority gates | 2 | 0.00522 |
| buffers and inverters | 40 | 0.0337 |
Power figures rest on the tool's default switching activity, not on a simulated workload.
